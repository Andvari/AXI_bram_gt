==> flow/run.sh <==
#!/bin/bash
# OpenROAD 26Q1-2900-gdf79404cd8, Yosys 0.63+post, stock flow scripts
make -C /OpenROAD-flow-scripts/flow DESIGN_CONFIG=/design/flow/config.mk WORK_HOME=/design/flow/orfs finish
==> flow/config.mk <==
export PLATFORM = sky130hd
export DESIGN_NAME = crc32
export DESIGN_NICKNAME = crc32
export VERILOG_FILES = /design/flow/design.v
export SDC_FILE = /design/flow/constraint.sdc
export NUM_CORES = 4
export LEC_CHECK = 1
export CORE_UTILIZATION = 50
==> flow/constraint.sdc <==
current_design crc32

set clk_period 4.0
set clk_io_pct 0.2

create_clock -name clk0 -period $clk_period [get_ports {clk}]

set non_clock_inputs [all_inputs -no_clocks]
set_input_delay [expr $clk_period * $clk_io_pct] -clock clk0 $non_clock_inputs
set_output_delay [expr $clk_period * $clk_io_pct] -clock clk0 [all_outputs]
==> flow/design.v <==
`timescale 1ns / 1ps
module crc32(
    input wire clk,
    input wire [15:0]word,
    input wire reset,
    input wire en,
    output reg [63:0] fcs
    );
    integer i;
    always @(posedge clk) begin
        if (reset)begin
            fcs <= 64'hFFFFFFFF_FFFFFFFF;
        end
        else begin
            if(en) begin
                for(i=0; i<2; i = i + 1) begin
                    fcs[i*32+31] <= word[i*16+1] ^ word[i*16+7] ^ fcs[i*32+1] ^ fcs[i*32+7];
                    fcs[i*32+30] <= word[i*16+0] ^ word[i*16+1] ^ word[i*16+6] ^ word[i*16+7] ^ fcs[i*32+0] ^ fcs[i*32+1] ^ fcs[i*32+6] ^ fcs[i*32+7];
                    fcs[i*32+29] <= word[i*16+0] ^ word[i*16+1] ^ word[i*16+5] ^ word[i*16+6] ^ word[i*16+7] ^ fcs[i*32+0] ^ fcs[i*32+1] ^ fcs[i*32+5] ^ fcs[i*32+6] ^ fcs[i*32+7];
                    fcs[i*32+28] <= word[i*16+0] ^ word[i*16+4] ^ word[i*16+5] ^ word[i*16+6] ^ fcs[i*32+0] ^ fcs[i*32+4] ^ fcs[i*32+5] ^ fcs[i*32+6];
                    fcs[i*32+27] <= word[i*16+1] ^ word[i*16+3] ^ word[i*16+4] ^ word[i*16+5] ^ word[i*16+7] ^ fcs[i*32+1] ^ fcs[i*32+3] ^ fcs[i*32+4] ^ fcs[i*32+5] ^ fcs[i*32+7];
                    fcs[i*32+26] <= word[i*16+0] ^ word[i*16+1] ^ word[i*16+2] ^ word[i*16+3] ^ word[i*16+4] ^ word[i*16+6] ^ word[i*16+7] ^ fcs[i*32+0] ^ fcs[i*32+1] ^ fcs[i*32+2] ^ fcs[i*32+3] ^ fcs[i*32+4] ^ fcs[i*32+6] ^ fcs[i*32+7];
                    fcs[i*32+25] <= word[i*16+0] ^ word[i*16+1] ^ word[i*16+2] ^ word[i*16+3] ^ word[i*16+5] ^ word[i*16+6] ^ fcs[i*32+0] ^ fcs[i*32+1] ^ fcs[i*32+2] ^ fcs[i*32+3] ^ fcs[i*32+5] ^ fcs[i*32+6];
                    fcs[i*32+24] <= word[i*16+0] ^ word[i*16+2] ^ word[i*16+4] ^ word[i*16+5] ^ word[i*16+7] ^ fcs[i*32+0] ^ fcs[i*32+2] ^ fcs[i*32+4] ^ fcs[i*32+5] ^ fcs[i*32+7];
                    fcs[i*32+23] <= word[i*16+3] ^ word[i*16+4] ^ word[i*16+6] ^ word[i*16+7] ^ fcs[i*32+3] ^ fcs[i*32+4] ^ fcs[i*32+6] ^ fcs[i*32+7] ^ fcs[i*32+31];
                    fcs[i*32+22] <= word[i*16+2] ^ word[i*16+3] ^ word[i*16+5] ^ word[i*16+6] ^ fcs[i*32+2] ^ fcs[i*32+3] ^ fcs[i*32+5] ^ fcs[i*32+6] ^ fcs[i*32+30];
                    fcs[i*32+21] <= word[i*16+2] ^ word[i*16+4] ^ word[i*16+5] ^ word[i*16+7] ^ fcs[i*32+2] ^ fcs[i*32+4] ^ fcs[i*32+5] ^ fcs[i*32+7] ^ fcs[i*32+29];
                    fcs[i*32+20] <= word[i*16+3] ^ word[i*16+4] ^ word[i*16+6] ^ word[i*16+7] ^ fcs[i*32+3] ^ fcs[i*32+4] ^ fcs[i*32+6] ^ fcs[i*32+7] ^ fcs[i*32+28];
                    fcs[i*32+19] <= word[i*16+1] ^ word[i*16+2] ^ word[i*16+3] ^ word[i*16+5] ^ word[i*16+6] ^ word[i*16+7] ^ fcs[i*32+1] ^ fcs[i*32+2] ^ fcs[i*32+3] ^ fcs[i*32+5] ^ fcs[i*32+6] ^ fcs[i*32+7] ^ fcs[i*32+27];
                    fcs[i*32+18] <= word[i*16+0] ^ word[i*16+1] ^ word[i*16+2] ^ word[i*16+4] ^ word[i*16+5] ^ word[i*16+6] ^ fcs ^ fcs[i*32+1] ^ fcs[i*32+2] ^ fcs[i*32+4] ^ fcs[i*32+5] ^ fcs[i*32+6] ^ fcs[i*32+26];
                    fcs[i*32+17] <= word[i*16+0] ^ word[i*16+1] ^ word[i*16+3] ^ word[i*16+4] ^ word[i*16+5] ^ fcs ^ fcs[i*32+1] ^ fcs[i*32+3] ^ fcs[i*32+4] ^ fcs[i*32+5] ^ fcs[i*32+25];
                    fcs[i*32+16] <= word[i*16+0] ^ word[i*16+2] ^ word[i*16+3] ^ word[i*16+4] ^ fcs ^ fcs[i*32+2] ^ fcs[i*32+3] ^ fcs[i*32+4] ^ fcs[i*32+24];
                    fcs[i*32+15] <= word[i*16+2] ^ word[i*16+3] ^ word[i*16+7] ^ fcs[i*32+2] ^ fcs[i*32+3] ^ fcs[i*32+7] ^ fcs[i*32+23];
                    fcs[i*32+14] <= word[i*16+1] ^ word[i*16+2] ^ word[i*16+6] ^ fcs[i*32+1] ^ fcs[i*32+2] ^ fcs[i*32+6] ^ fcs[i*32+22];
                    fcs[i*32+13] <= word[i*16+0] ^ word[i*16+1] ^ word[i*16+5] ^ fcs ^ fcs[i*32+1] ^ fcs[i*32+5] ^ fcs[i*32+21];
                    fcs[i*32+12] <= word[i*16+0] ^ word[i*16+4] ^ fcs ^ fcs[i*32+4] ^ fcs[i*32+20];
                    fcs[i*32+11] <= word[i*16+3] ^ fcs[i*32+3] ^ fcs[i*32+19];
                    fcs[i*32+10] <= word[i*16+2] ^ fcs[i*32+2] ^ fcs[i*32+18];
                    fcs[i*32+9] <= word[i*16+7] ^ fcs[i*32+7] ^ fcs[i*32+17];
                    fcs[i*32+8] <= word[i*16+1] ^ word[i*16+6] ^ word[i*16+7] ^ fcs[i*32+1] ^ fcs[i*32+6] ^ fcs[i*32+7] ^ fcs[i*32+16];
                    fcs[i*32+7] <= word[i*16+0] ^ word[i*16+5] ^ word[i*16+6] ^ fcs ^ fcs[i*32+5] ^ fcs[i*32+6] ^ fcs[i*32+15];
                    fcs[i*32+6] <= word[i*16+4] ^ word[i*16+5] ^ fcs[i*32+4] ^ fcs[i*32+5] ^ fcs[i*32+14];
                    fcs[i*32+5] <= word[i*16+1] ^ word[i*16+3] ^ word[i*16+4] ^ word[i*16+7] ^ fcs[i*32+1] ^ fcs[i*32+3] ^ fcs[i*32+4] ^ fcs[i*32+7] ^ fcs[i*32+13];
                    fcs[i*32+4] <= word[i*16+0] ^ word[i*16+2] ^ word[i*16+3] ^ word[i*16+6] ^ fcs ^ fcs[i*32+2] ^ fcs[i*32+3] ^ fcs[i*32+6] ^ fcs[i*32+12];
                    fcs[i*32+3] <= word[i*16+1] ^ word[i*16+2] ^ word[i*16+5] ^ fcs[i*32+1] ^ fcs[i*32+2] ^ fcs[i*32+5] ^ fcs[i*32+11];
                    fcs[i*32+2] <= word[i*16+0] ^ word[i*16+1] ^ word[i*16+4] ^ fcs ^ fcs[i*32+1] ^ fcs[i*32+4] ^ fcs[i*32+10];
                    fcs[i*32+1] <= word[i*16+0] ^ word[i*16+3] ^ fcs ^ fcs[i*32+3] ^ fcs[i*32+9];
                    fcs[i*32+0] <= word[i*16+2] ^ fcs[i*32+2] ^ fcs[i*32+8];
                end
            end
            else begin
                fcs <= fcs;
            end
        end
    end
endmodule
==> summary.rpt <==
STATUS
----------------------------------------------------------------------------------------
Outcome                                                                     complete, no violations

DIE
----------------------------------------------------------------------------------------
Placement Rows                                                                        30
Initial core utilization                                                          52.37%
X dimension of the die                                                          87.06 um
I/O pins                                                                              83
Die footprint                                                               0.007579 sq mm
Die Y-Extent                                                                    87.06 um
Standard cell core area                                                     0.006907 sq mm

FINAL LAYOUT
----------------------------------------------------------------------------------------
Post-layout instance area                                                   0.004599 sq mm
Most numerous logic cells after layout                                      clkdlybuf4s50_1 (72), dfxtp_1 (64), xnor2_1 (56)
Layout-stage area growth over the synthesis result                                27.15%
Top logic cell by instance count in the layout                              clkdlybuf4s50_1
Final Non-Filler Cells                                                               499
Register ranked first by flip-flop count                                             fcs
Post-layout utilization of the core                                               66.59%
Max reg flops                                                                         64
Fraction of final layout cells sized beyond drive strength 1                      9.181%
Filler cells                                                                         568
Top Registers                                                                   fcs (64)

YOSYS
----------------------------------------------------------------------------------------
Yosys Warn Count                                                                     115
Number of standard cells reported by yosys                                           337
Synth unique cells                                                                    24
Area share, top type                                                              35.42%
Yosys-reported design area after synthesis                                  0.003617 sq mm
Post-synth seq share                                                              35.42%
Synth area leader                                                                dfxtp_1
Cell count after synthesis                                                           337
Average size of a mapped cell                                                10.73 sq um
Post-synth design cell area                                                 0.003617 sq mm
Area contributors post-synth                                                dfxtp_1 (35%), xnor2_1 (14%), a211o_1 (10%)
Number of flip-flops and latches in the synthesized netlist                           64

PLACEMENT
----------------------------------------------------------------------------------------
Dpl hpwl                                                                        4.947 mm
I/O Buffers                                                                           74
Placed Instances                                                                     483
RD Place Congestion                                                               0.8306
Post-place instance area                                                    0.004383 sq mm
Minimum setup slack after placement                                             1.109 ns

TIMING
----------------------------------------------------------------------------------------
Setup repair after global routing missed its margin                                false
Number of endpoints failing setup at the final stage                                   0
Time the final worst path needs with I/O delays and setup                       2.549 ns
Ratio of final minimum period to clock period                                     63.72%
Post-route worst hold slack                                                    0.4832 ns
Number of hold violations in the final report                                          0
Least-Margin Pin Slew                                                          0.6355 ns
Final WS setup                                                                  1.451 ns
Upper clock frequency limit                                                   0.3923 GHz
Setup tns final                                                                     0 ns
Number of pins exceeding their max-slew limit in the final report                      0
Worst-case headroom to the max-slew limit                                         57.33%
Setup clock skew after layout                                                 0.01061 ns

CRITICAL PATH
----------------------------------------------------------------------------------------
Worst-case register-to-register setup slack                                      2.01 ns
Critical path cell sequence                                                 clkdlybuf4s50_1 -> xnor2_2 -> xnor3_1 -> xnor3_1 -> a21bo_1
Startpoint-to-endpoint class of the critical path                           primary input to flop
CP Capture Type                                                                     flop
Capture point of the worst reg-to-reg path                                       fcs[19]
CP bufs+invs                                                                           1
Crit path largest cell delay                                                     0.49 ns
CP max FO                                                                              7
Slowest stage cell, crit path                                                    xnor3_1
Worst Reg2Reg Path Length in Cells                                                     4
Data arrival time of the critical path                                           2.77 ns
CP Data Required Time                                                            4.22 ns
Category of cells accounting for the largest share of critical-path delay   XOR/XNOR gates
Startpoint type of the worst setup path                                     primary input
Most repeated library cell on the critical path                                  xnor3_1
FF-to-FF Start                                                                    fcs[1]

ROUTING
----------------------------------------------------------------------------------------
Iteration-0 DRC count of the detailed router                                          93
Inserted Diodes                                                                        0
Detailed-route wire length on metal 1                                           4.042 mm
Routed length on met3                                                             368 um
Number of search-and-repair iterations in the first detailed-routing pass              5
Sum of routed wire length over all layers                                       7.379 mm
Met2 routed WL                                                                  2.908 mm
Total number of vias                                                                2493
Max Used Layer                                                                      met4
Vias per inst                                                                      4.996
Residual DRC count                                                                     0
Routed wire per std cell                                                        14.79 um
Number of routed nets with antenna violations                                          0

CLOCK TREE
----------------------------------------------------------------------------------------
CTS H-tree depth                                                                       3
Hold_buf cts                                                                           0
Maximum buffer depth of the clock tree                                                 2
Count of clock tree sinks                                                             64
Clock-pin slew on the worst setup and hold paths                                 0.07 ns
Number of instances resized during post-cts repair                                     0
CTS tree                                                                             yes
Setup fix buffers added after clock tree synthesis                                     0
Number of clock buffers inserted by TritonCTS                                          9
Clk ins delay skew pair                                                          0.33 ns
Root Buffer Master                                                              clkbuf_8

GLOBAL ROUTE
----------------------------------------------------------------------------------------
Vias in the first global route                                                      2275
Initial antenna violation count                                                        0
GRT Total Usage                                                                   21.25%
Maximum number of pins on one net before global-route repair                          62
Overall overflow remaining after global route                                          0
Global-route wire length before repair                                          11.99 mm

FLOW RUN
----------------------------------------------------------------------------------------
Number of warnings in the stage logs                                                  34
Number of max-cap violations                                                           0

MIN PATH
----------------------------------------------------------------------------------------
Launch instance of the worst min-delay path                                      fcs[50]
Hold crit path type                                                         flop to flop
Number of cells on the worst hold path                                                 1
Sink of the worst hold path                                                      fcs[42]

POWER AND IR DROP
----------------------------------------------------------------------------------------
Cell Pwr Density                                                            697.5 mW/mm^2
Static leakage                                                                  1.878 nW
Worst IR Drop VDD                                                              0.4341 mV
Overall Power                                                                   3.208 mW

-- cell families (layout without fill, tap and decap cells) --
family	Yosys count	after routing	share of synthesized area, %
xor+xnor	112	112	37.98
buf+inv	28	94	3.078
compound gates	74	74	15.36
simple gates	59	59	8.163
flops	64	64	35.42
-- worst reg2reg max path: cells and delay by family (launching register included) --
family         cells  cell delay, ns
AND-OR/OR-AND      1            0.19
XOR/XNOR           3            1.36
flip-flops         1            0.34
-- cell type report --
cell class,instances,area [sq um],share of cell area [%]
multi-input combinational,245,2225,48.37
clock buffer,12,165.2,3.591
inverter,1,3.754,0.08161
clock inverter,4,51.30,1.115
sequential,64,1281,27.86
timing repair buffer,77,753.2,16.38
tap,96,120.1,2.612
-- report_power, final --
group / switching, mW / internal (mW) / total, mW
Combinational: 0.577 / 1.08 / 1.65
Sequential: 0.178 / 0.793 / 0.971
Clock: 0.246 / 0.339 / 0.585
Total: 1.00 / 2.21 / 3.21
-- layer usage --
layer,GRT usage (%),vias up
li1,-,1277
met1,39.03,1152
met2,27.06,57
met3,4.231,7
met4,2.727,0
met5,0,-
-- synthesized netlist by cell type (all sizes together) --
master   n
xnor2   68
xor2    27
nor2b   25
o21ai    9
a2111o   1
clkbuf  22
buf      5
xor3     3
a21oi   16
o21bai   3
dfxtp   64
nor3     7
xnor3   14
inv      1
nor2    26
and3     1
a21bo    1
a211o   44
-- how the worst max path moves through the flow --
stage | endpoint | cells past startpoint | slack (ns) | start
4_1_cts | fcs[22] | 5 | 1.45 | word[2]
5_1_grt | fcs[19] | 5 | 1.39 | word[1]
6_report | fcs[19] | 5 | 1.45 | word[1]
Power figures rest on the tool's default switching activity, not on a simulated workload.
